**flow/config.mk**
```make
export PLATFORM = sky130hd
export DESIGN_NAME = player
export DESIGN_NICKNAME = player
export VERILOG_FILES = /design/flow/design.v
export SDC_FILE = /design/flow/constraint.sdc
export NUM_CORES = 4
export LEC_CHECK = 1
export CORE_AREA = 10 10 70 70
export DIE_AREA = 0 0 80 80
```
**flow/constraint.sdc**
```tcl
current_design player

set clk_period 2.5
set clk_io_pct 0.2

create_clock -name clk0 -period $clk_period [get_ports {system_clk}]

set non_clock_inputs [all_inputs -no_clocks]
set_input_delay [expr $clk_period * $clk_io_pct] -clock clk0 $non_clock_inputs
set_output_delay [expr $clk_period * $clk_io_pct] -clock clk0 [all_outputs]
```
**flow/design.v**
```verilog
module player(
    input system_clk, rst, left, right,
    input [63:0] framebuffer,
    output reg [63:0] new_framebuffer
);
    reg [2:0] player_pos;
    integer i;
    always @(posedge system_clk) begin
        if(rst) begin
            player_pos <= 3'd0;
        end else if (left) begin
            player_pos <= player_pos != 0 ? player_pos - 3'd1 : 0;
        end else if (right) begin
            player_pos <= player_pos != 3'd7 ? player_pos + 3'd1 : 3'd7;
        end
    end
    always @(player_pos or framebuffer) begin
        new_framebuffer[55:0] = framebuffer[55:0];
        for(i=0; i<8; i=i+1) begin
            new_framebuffer[i+56] = i==player_pos ? 1'b1 : framebuffer[i+56];
        end
    end
endmodule
```
**flow/run.sh**
```bash
#!/bin/bash
# OpenROAD 26Q1-2900-gdf79404cd8, Yosys 0.63+post, stock flow scripts
make -C /OpenROAD-flow-scripts/flow DESIGN_CONFIG=/design/flow/config.mk WORK_HOME=/design/flow/orfs finish
```
==> out/results.tsv <==
metric	value	unit
initial antenna violation count	0	
CORE AREA	3416	um2
CTS tree	built	
Leak Pwr	0.2581	nW
most numerous logic cells after layout	clkdlybuf4s50_1, a21o_1, ha_1	
Cell Area, Synth	739.5	um2
peak supply drop	0.1971	mV
CP Launch Type	flip-flop	
CP peak stage delay	440	ps
# Cells Yosys	94	
first-pass GRT wire length	2090	um
Cell Chain, Critical Path	inv_1, ha_1, a21o_1, clkdlybuf4s50_1	
biggest registers after layout	player_pos: 3 flops	
cell count after synthesis	94	
gp weighted congestion	0.8041	
cts bufs inserted	3	
max-capacitance violation count	0	
Port Buffer Count	19	
Log Warnings	30	
sequential cell area	60.06	um2
max frequency	458.9	MHz
Overall Global Routing Usage	0.04050	
wire length per cell	13.25	um
max FFs per register	3	
drt first pass iters	2	
cycle use final	0.8717	
Seq/Total Area, Yosys	0.08122	
minimum clock period	2179	ps
Clock Path Buffers	2	
DRT antenna net count	0	
worst-path fanout max	7	
total vias in the final route	420	
max-slew headroom at the worst pin	0.6458	
Hold Path Class	flip-flop to flip-flop	
CP bufs+invs	2	
placed wire-length estimate	1115	um
diodes inserted	0	
Die Width	80	um
Ys Warns	1	
Yosys reg bits	3	
logic area	239.0	um2
CTS clk-pin slew, worst paths	40	ps
H-tree Lvls	1	
synthesized area per cell	7.867	um2
Resize count post-CTS	0	
grt ovf	0	
Yosys cell types	20	
final setup fails	0	
outcome	completed	
Row Count	21	
setup TNS	0	ps
Fillers	384	
CP max stage cell	dfxtp_1	
Clock Skews	0.2793	ps
WP data required	2000	ps
layout cell share with drive strength beyond 1	0.08333	
post-CTS setup buffers	0	
CTS Hold Bufs	0	
Critical Setup Path Class	flip-flop to primary output	
CP endpoint kind	primary output	
DRC errors left	0	
Top reg by flops	player_pos	
Die Area	6400	um2
Routed WL	1404	um
yosys stat chip area	739.5	um2
Top Family by Delay on Critical Path	buffers and inverters	
vias in the first global route	432	
total chip power	0.0002316	W
io pins	132	
vias per std cell	3.962	
Area Overhead vs Synth	-20.47	%
Late-Pin Clk Latency	230	ps
clk sink count	3	
PD cells	393.8	nW/um2
largest net degree at the start of global routing	11	
Slew Limit Fails	0	
Slew @ Worst Pin	518.0	ps
most frequent logic cell in the layout	clkdlybuf4s50_1	
die height	80	um
Core Util at FP	0.2165	
Root Buffer	clkbuf_4	
unrepaired setup endpoints after global routing	no	
final hold vios	0	
Arr. time, crit path	1680	ps
Starting DRT DRC Count	13	
## cells in the mapped netlist (all sizes together)
master / number / area share
ha: 6 / 0.10
nor2b: 1 / 0.0085
inv: 4 / 0.020
buf: 57 / 0.58
a31oi: 1 / 0.0085
nand3b: 1 / 0.010
a22oi: 1 / 0.010
a21o: 8 / 0.081
nand2: 2 / 0.014
a211o: 1 / 0.014
dfxtp: 3 / 0.081
nor2: 2 / 0.010
nor4b: 1 / 0.012
or3: 1 / 0.0085
nor3: 2 / 0.014
mux2i: 1 / 0.014
a2111oi: 1 / 0.012
o21ai: 1 / 0.0068
## stage by stage
step	utilization	worst slack, ps	instance area (um2)	instances	hold slack (ps)
4_1_cts	0.1722	312.1	588.1	106	625.2
3_5_place_dp	0.1645	464.9	561.8	102	617.3
3_3_place_gp	0.1645	465.1	561.8	102	612.4
5_1_grt	0.1722	198.2	588.1	106	680.8
6_report	0.1722	320.8	588.1	106	633.3
2_1_floorplan	-	1099	739.5	94	569.4
## worst reg2reg max path, cell delays in order, from the launching register on
cell	delay [ps]
dfxtp_1	440
inv_1	120
ha_1	290
a2111oi_0	420
nor2_1	110
## cell type report
class	instances	area share
Clock buffer	4	0.04468
Inverter	4	0.02553
Multi-Input combinational cell	30	0.4064
Sequential cell	3	0.1021
Tap cell	46	0.09787
Timing Repair Buffer	19	0.3234
## path summary, 6_finish.rpt
check | slack, ps | endpoint | depth (start not counted) | start
max | 320 | new_framebuffer[56] | 4 | player_pos[0]
min | 630 | player_pos[2] | 2 | player_pos[2]
max reg2reg | 980 | player_pos[1] | 4 | player_pos[0]
min reg2reg | 630 | player_pos[2] | 2 | player_pos[2]
## layer usage
metal / routed length, um / global-route usage / vias up
met3: 325 / 0.02955 / 24
met1: 570 / 0.04446 / 186
met5: 0 / 0 / -
li1: - / - / 180
met4: 115 / 0.04401 / 0
met2: 392 / 0.04575 / 30
## cells by family (layout without fill, tap and decap cells)
kind of cell	count (synthesis)	after routing	share of synthesized area
simple gates	10	10	0.07616
compound gates	13	13	0.1320
mux	1	1	0.01354
fa+ha+maj	6	6	0.1015
flops	3	3	0.08122
buf+inv	61	27	0.5956
## report_power, final
part	switching [W]	internal (W)
registers	0.0000102	0.0000532
logic	0.0000304	0.0000546
clock network	0.0000234	0.0000597
total	0.0000640	0.000168
Power is estimated from default activity; no workload was simulated.
