## ./config.mk

```make
export PLATFORM = sky130hd
export DESIGN_NAME = map_generator
export DESIGN_NICKNAME = map_generator
export VERILOG_FILES = /design/flow/design.v
export SDC_FILE = /design/flow/constraint.sdc
export NUM_CORES = 4
export LEC_CHECK = 1
export CORE_UTILIZATION = 30
```

## ./constraint.sdc

```tcl
current_design map_generator

set clk_period 3.1
set clk_io_pct 0.2

create_clock -name clk0 -period $clk_period [get_ports {system_clk}]

set non_clock_inputs [all_inputs -no_clocks]
set_input_delay [expr $clk_period * $clk_io_pct] -clock clk0 $non_clock_inputs
set_output_delay [expr $clk_period * $clk_io_pct] -clock clk0 [all_outputs]
```

## ./design.v

```verilog
module map_generator(
    input system_clk, rst,
    output reg [63:0] framebuffer,
    output reg map_generate_clk
);
    reg [7:0] FST [7:0];
    initial begin
        FST[0] = 8'b11111110;
        FST[1] = 8'b11111101;
        FST[2] = 8'b11111011;
        FST[3] = 8'b11110111;
        FST[4] = 8'b11101111;
        FST[5] = 8'b11011111;
        FST[6] = 8'b10111111;
        FST[7] = 8'b01111111;
    end
    reg [6:0] mgc_counter; 
    parameter CNT_LIMIT = 7'd100; 
    always @(posedge system_clk) begin
        if (rst) begin
            map_generate_clk <= 1'b0; 
            mgc_counter <= 4'b0;
        end else begin
            if (mgc_counter == CNT_LIMIT - 1) begin
                mgc_counter <= 4'b0;
                map_generate_clk <= ~map_generate_clk; 
            end else begin
                mgc_counter <= mgc_counter + 1;
            end
        end
    end
    wire [2:0] rdn;
    ran_gen_3bit rg3(
        .system_clk(system_clk),
        .rst(rst),
        .random(rdn)
    );
    parameter SPACE_LIMIT = 3'd2;
    reg [2:0] stick_space_counter;
    reg [17:0] falling_stick_sum;
    always @(posedge map_generate_clk) begin
        if(rst) begin
            stick_space_counter <= SPACE_LIMIT;
            falling_stick_sum <= 0;
            framebuffer <= 64'd0;
        end else begin
            if(stick_space_counter == SPACE_LIMIT) begin
                framebuffer <= {framebuffer[55:0], FST[rdn]};
                stick_space_counter <= 0;
                falling_stick_sum <= falling_stick_sum + 1;
            end else begin
                framebuffer <= {framebuffer[55:0], 8'b00000000};
                stick_space_counter = stick_space_counter + 1;
            end
        end
    end
endmodule
module ran_gen_3bit(
    input system_clk, rst,
    output reg [2:0] random
);
    wire feedback;
    assign feedback = randome[2]^random[0];
    always @(posedge system_clk) begin
        if(rst) random <= 3'b001;
        else random <= {random[1:0], feedback};
    end
endmodule
```

## ./run.sh

```bash
#!/bin/bash
# OpenROAD 26Q1-2900-gdf79404cd8, Yosys 0.63+post, stock flow scripts
make -C /OpenROAD-flow-scripts/flow DESIGN_CONFIG=/design/flow/config.mk WORK_HOME=/design/flow/orfs finish
```

==> results.txt <==
Flow results.

- After the first detailed-routing iteration, the DRC count stood at 45.
- The floorplan core area is 0.00698 mm2.
- The largest net degree at the start of global routing is 68.
- After technology mapping, the gate count stands at 191.
- The final count of negative-setup-slack endpoints is 0.
- The placer congestion estimate is 0.811.
- Traced cell by cell, the critical path runs through clkdlybuf4s50_1.
- The count of endpoints without a timing constraint is 131.
- The timer found 67 register pins that no clock reaches; their paths are not timed.
- Looking at the worst setup and hold paths, the clock pins of their registers show a slew of 0.05 ns.
- The kind of cell with the highest combined delay along the critical path is buffers and inverters.
- The Yosys warning count is 4.
- The antenna diode count is 0.
- The post-place instance area is 0.00298 mm2.
- Among all stages on the critical path, the largest delay is contributed by sky130_fd_sc_hd__clkdlybuf4s50_1.
- Looking at the max-slew report, the worst-margin pin has a slew of 0.548 ns.
- TritonCTS built the clock tree.
- The clock root buffer is sky130_fd_sc_hd__clkbuf_8.
- The area share of the largest cell type after synthesis is 70.5%.
- The report gives the cell count of the worst hold path as 1.
- Detailed routing inserted a total of 1392 vias.
- The worst-case hold path end point is mgc_counter[0].
- The total of flip-flops plus latches after synthesis is 78.
- The source of the worst register-to-register timing path is mgc_counter[3].
- After synthesis, the chip area reported by Yosys is 0.00222 mm2.
- The number of cells in the yosys synthesis report is 191.
- The biggest fanout along the worst timing path is 4.
- By instance count after routing, the leading logic cell types are 77 x sky130_fd_sc_hd__dfxtp_1, 65 x sky130_fd_sc_hd__clkdlybuf4s50_1, 57 x sky130_fd_sc_hd__nor2b_1.
- The power per unit of standard cell area is 106 mW/mm2.
- The arrival time at the worst endpoint is 1.05 ns.
- The first-pass detailed-route iteration total is 4.
- The number of placement rows is 30.
- The synthesized area divided by synthesized cell count is 11.6 um2.
- The average wire length per cell after detail routing is 10.1 um.
- For this run the detailed placement stage logged an HPWL of 2580 um.
- The launch point of the worst hold path is mgc_counter[0].
- Counting endpoints that fail hold in the final report gives 0.
- The final critical path time including I/O delays and setup is 1.67 ns.
- The number of antenna violations at the first check in global routing is 0.
- The vertical die dimension is 87.9 um.
- The later pin in the worst-skew pair is clocked with a latency of 0.23 ns.
- STA classifies the critical path startpoint as a flop.
- The required time at the worst endpoint is listed as 2.48 ns.
- The cell area after layout is 0.00303 mm2.
- The delay contributed by the slowest stage of the critical path is 0.46 ns.
- The longest clock path from root to sink contains 2 buffers.
- The total length of routed wires is 3560 um.
- The worst-case headroom to the max-slew limit is 63.5%.
- The critical path start-end classification is reg -> out.
- In this run the worst hold path is classified as reg -> reg.
- The reg-to-reg critical path endpoint is mgc_counter[3].
- The filler cells instantiated in the layout total 660.
- The first global-routing pass estimated 5600 um of wire.
- The register-to-register setup slack is 1.57 ns.
- The unique cell type count in the Yosys netlist is 19.
- The horizontal die dimension is 87.9 um.
- Per the final layout report, the fraction of cells sized above drive strength 1 comes to 3.13%.
- The highest attainable clock frequency is 600 MHz.
- Global routing used 9.24% of the available tracks.
- During I/O placement, the number of pins put on the boundary was 67.
- The total of hold buffers inserted after clock tree synthesis is 0.
- The run reported a max-capacitance violation count of 0.
- The cell area after technology mapping is 0.00222 mm2.
- Setup repair after global routing left no endpoint under its margin.
- The standby leakage power is 0.00112 uW.
- The warning total across the stage logs is 25.
- The post-route worst hold slack is 0.470 ns.
- CTS built an H-tree with a depth of 1.
- The worst ir drop on vdd is 0.155 mV.
- After detailed routing, the number of remaining DRC violations is 0.
- Post-CTS timing repair inserted 0 buffers for setup.
- The number of buffers inserted by port buffering is 66.
- The number of vias per cell is 3.95.
- The via count of the first global-routing pass is 1190.
- The sum of negative setup slack is 0 ns.
- The quantity of gates resized following cts is 0.
- The relative area change from synthesis to final layout is 36.6%.
- The most numerous logic cell after layout is sky130_fd_sc_hd__dfxtp_1.
- The CTS buffer count is 3.
- The run finished with clean final reports.
- By area the synthesized netlist is led by sky130_fd_sc_hd__dfxtp_1 70%, sky130_fd_sc_hd__nor2b_1 16%, sky130_fd_sc_hd__a31oi_1 2.3%.
- The number of slew-limit violations in the final report is 0.
- In the floorplan report the effective utilization is 31.7%.
- Of the available clock period, the critical path in the final layout requires 53.7%.
- Once detail routing completed, the nets flagged for antenna violations numbered 0.
- Clock skew on the completed layout was measured at 0.00686 ns.
- The die covers 0.00773 mm2.
- The total grt overflow is 0.
- The share of the Yosys chip area taken by registers is 70.5%.
- Summing internal, switching and leakage power gives 321 uW.
- The buffering stage count on the worst path with inverters included is 1.
- The worst-case reg-to-reg path depth is 3.
- The most area-hungry cell type in the Yosys netlist is sky130_fd_sc_hd__dfxtp_1.
- The critical path endpoint category is an output port.
==> worst max-delay path by stage <==
stage                 depth (start not counted)              from               end  slack [ns]
after global routing                          1  map_generate_clk  map_generate_clk        1.37
final                                         1  map_generate_clk  map_generate_clk        1.43
after CTS                                     1  map_generate_clk  map_generate_clk        1.42
==> cells by family (layout without fill, tap and decap cells) <==
| logic type | after synthesis | after routing | synth area share, % |
|---|---|---|---|
| xor+xnor | 4 | 4 | 1.58 |
| buf+inv | 12 | 77 | 2.03 |
| compound gates | 16 | 16 | 4.18 |
| flops | 78 | 78 | 70.5 |
| fa+ha+maj | 1 | 1 | 0.565 |
| simple gates | 80 | 80 | 21.2 |
==> flip-flops by register name, summed over array words and instances, names as in the netlist <==
name and count:
framebuffer 64, map_generate_clk 1, mgc_counter 7, rg3.random 3, stick_space_counter 3
==> area by class of cell <==
cell class / instances / area [um2] / area share (%)
multi-input cells: 101 / 609 / 20.1
flip-flops and latches: 78 / 1560 / 51.6
inverters: 5 / 18.8 / 0.620
clock buffers: 4 / 45.0 / 1.49
well taps: 96 / 120 / 3.97
repair buffers: 68 / 671 / 22.2
==> stage by stage <==
stage	worst slack, ns	instances	utilization (%)
after CTS	1.42	352	43.4
after global placement	1.40	348	42.7
final	1.43	352	43.4
after floorplan	1.38	191	-
after detailed placement	1.36	348	42.7
after global routing	1.37	352	43.4
==> where the power goes <==
| group | internal (uW) | switching, uW | leakage (uW) |
|---|---|---|---|
| Combinational | 7.40 | 21.1 | 0.000464 |
| Clock | 90.0 | 49.7 | 0.0000228 |
| Sequential | 148 | 5.45 | 0.000635 |
| Total | 245 | 76.3 | 0.00112 |
==> cells in the mapped netlist (all sizes together) <==
| library cell | number |
|---|---|
| nor2b | 57 |
| dfxtp | 78 |
| buf | 1 |
| nand3b | 1 |
| o21ai | 3 |
| xor2 | 3 |
| inv | 5 |
| a21oi | 4 |
| xnor2 | 1 |
| nand2 | 5 |
| o21bai | 1 |
| nand3 | 3 |
| ha | 1 |
| or3 | 3 |
| clkbuf | 6 |
| a31oi | 8 |
| nor3 | 1 |
| or4b | 1 |
| nor2 | 9 |
==> routing by layer <==
layer | track usage [%] | up-vias | wire, um
met1 | 15.3 | 598 | 1800
met4 | 0.447 | 0 | 8
met3 | 1.81 | 2 | 275
met5 | 0 | - | 0
met2 | 13.6 | 59 | 1470
li1 | - | 733 | -
Power and IR drop assume default switching activity.
